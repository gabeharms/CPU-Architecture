==> /design/flow/design.v <==
`timescale 1ns / 1ps
module register_file
(
	clk,	 
	raddr0,
	rdata0,
	raddr1,
	rdata1,
	waddr,
	wdata,
	wren
);
	input					clk;
    input 		[4:0]		raddr0;
	input 		[4:0]		raddr1;
	input 		[4:0]		waddr;
	input		[31:0]		wdata;
	input 					wren;
    output 		[31:0] 	rdata0;
	output		[31:0]	rdata1;
    reg	[31:0] reg_file	[31:0];
	assign rdata0 = reg_file[raddr0];
	assign rdata1 = reg_file[raddr1];
    always @(posedge clk)
	begin
		if (wren)
			reg_file[waddr] <= wdata;
	end
 endmodule  
==> /design/flow/run.sh <==
#!/bin/bash
# OpenROAD 26Q1-2900-gdf79404cd8, Yosys 0.63+post, stock flow scripts
make -C /OpenROAD-flow-scripts/flow DESIGN_CONFIG=/design/flow/config.mk WORK_HOME=/design/flow/orfs finish
==> /design/flow/config.mk <==
export PLATFORM = sky130hd
export DESIGN_NAME = register_file
export DESIGN_NICKNAME = register_file
export VERILOG_FILES = /design/flow/design.v
export SDC_FILE = /design/flow/constraint.sdc
export NUM_CORES = 4
export LEC_CHECK = 1
export CORE_UTILIZATION = 50
==> /design/flow/constraint.sdc <==
current_design register_file

set clk_period 5.1
set clk_io_pct 0.2

create_clock -name clk0 -period $clk_period [get_ports {clk}]

set non_clock_inputs [all_inputs -no_clocks]
set_input_delay [expr $clk_period * $clk_io_pct] -clock clk0 $non_clock_inputs
set_output_delay [expr $clk_period * $clk_io_pct] -clock clk0 [all_outputs]
==> results.toml <==
# yosys + openroad results
[cts]
clkTransAtPathRegs_ns = 0.06
cts_buffers = 111
cts_max_level = 3
cts_tree = "yes"
cts_root_buffer = "clkbuf_16"
cts_setup_buffers = 0
numClockSinks = 1024
ctsHoldBuffers = 0
cts.repair.resized = 0
ctsLongestPathBuffers = 3

[logic_synthesis]
ys_seq_frac = 0.630
synthCells = 3386
ys_warn_count = 1
synth_flops = 1024
synth_cell_types = 23
syn_area_sq_um = 48800
avgSynthCellArea_sq_um = 14.4
ys_cells = 3386
yosys_area_sq_um = 48800

[power]
ir_worst_vdd_uv = 238
power_leakage_nw = 20.9
combPwrFrac = 0.096
p_clk_frac = 0.414
total_power_w = 0.0192
p_sw_frac = 0.233
switchingPower_w = 0.00447
power.internal_w = 0.0147
p_per_area_nw_per_um2 = 341
pwr-share-seq = 0.490

[detailed_routing]
drc = 0
highest_layer = "met5"
wl_per_cell_um = 31.7
drt_iter0_drc = 2545
wl_met3_um = 24300
wl_um = 157000
wl_met1_um = 55300
vias = 31784
post_drt_via_cell_ratio = 6.43
first_pass_iters = 5
routed-wl-met2_um = 70400
antenna_cells = 0
drtAntennaViolNets = 0

[floorplanning]
dieArea_sq_um = 98800
die_height_um = 314
fp_util = 0.505
core_area_sq_um = 96700
die_x_um = 314
rows = 114
ios = 113

[worst_setup_path]
cp_slowest_cell = "clkdlybuf4s50_1"
required_ns = 4.08
worstPathMaxFanout = 24
path_cells = "clkdlybuf4s50_1, nor2b_4, buf_4, buf_4, a21oi_1, a31oi_1, nand3_1, clkdlybuf4s50_1"
critPathCaptureType = "output pin"
slowest_delay_ns = 0.63
start_kind = "primary input"
crit_type = "in -> out"
path_buffers = 4
worstPathArrival_ns = 3.92
critPathTopFamily = "buffers and inverters"

[timing]
fin_crit_sh = 0.968
setup_tns_ns = 0
slew_violations = 0
hold_violations = 0
clock.fmax_ghz = 0.203
worstMarginPinSlew_ns = 1.01
relSlewSlack = 0.328
period_needed_ns = 4.94
setup_viol = 0
grt_setup_unrepaired = "false"

[grt]
antenna_found_initial = 2
grt_max_degree = 55
grt_overflow = 0
grt.total_usage = 0.350
grt_pass1_wl_um = 225000
grt_pass1_vias = 33097

[finish]
final_util = 0.582
fin_cells = 4944
reg_top3 = "reg_file (1024)"
final_layout_size_suffix_gt1_frac = 0.116
regMostFlops = "reg_file"
final_layout_top_logic_cells = "mux2i_1, edfxtp_1, nand3_1, nand2_1"
largest_register_ffs = 1024
areaGrowthSynthToFinish_pct = 15.3

[place]
placed_cells = 4735
gp_congestion = 0.936
numPortBuffers = 112
hpwlAfterDp_um = 92800

[status]
outcome = "completed"

[min_path]
min_path_type = "in -> reg"

[flow_run]
maxCapViolCount = 0
tool_warnings = 26
==> cells by family after synthesis <==
logic type,count (synthesis),share of synthesized area
buffers and inverters,253,0.0321
flip-flops,1024,0.630
AND-OR/OR-AND,576,0.0804
multiplexers,1024,0.210
AND/OR/NAND/NOR,509,0.0471
==> synthesized netlist by cell type <==
master,count,area share
or3b_2,3,0.00054
edfxtp_1,1024,0.63
clkbuf_1,86,0.0066
a31oi_1,64,0.0082
a22o_1,128,0.023
nor2_1,35,0.0027
buf_6,45,0.010
or3_1,1,0.00013
nand3b_1,5,0.00077
nand2_1,195,0.015
clkbuf_4,4,0.00062
nor2b_1,4,0.00051
buf_2,70,0.0072
and2_1,2,0.00026
or2_2,2,0.00026
nand3_1,194,0.020
buf_1,1,0.000077
nand2b_1,4,0.00051
a21oi_1,192,0.020
a22oi_1,192,0.030
mux2i_1,1024,0.21
buf_4,47,0.0072
nor3_1,64,0.0066
==> through the flow <==
stage / setup WS [ns] / hold slack, ns / cell area, sq um
floorplan: 1.65 / 1.12 / 48800
global placement: 0.297 / 1.85 / 52700
detailed placement: 0.244 / 1.85 / 52700
CTS: 0.246 / 1.10 / 56200
global route: 0.143 / 1.15 / 56200
finish: 0.163 / 1.14 / 56200
==> metal layers <==
metal  global-route usage  vias to the layer above
met2                0.493                     2091
met4                0.115                        8
met3                0.217                      382
met5               0.0145                        -
met1                0.472                    15514
li1                     -                    13789
==> final cells by class <==
class	instances	area (sq um)
Fill cell	7128	40500
Multi-Input combinational cell	2109	16800
Clock buffer	134	2890
Sequential cell	1024	30700
Clock inverter	75	712
Timing Repair Buffer	326	3530
Tap cell	1276	1600
==> power groups by stage <==
stage / Sequential (W) / Clock, W / Combinational, W
CTS: 0.00941 / 0.00805 / 0.00182
global route: 0.00941 / 0.00837 / 0.00194
finish: 0.00941 / 0.00794 / 0.00183
==> final timing paths <==
check | from | end | slack [ns] | cells past startpoint
setup / recovery | raddr1[0] | rdata1[17] | 0.16 | 8
hold / removal | wdata[26] | reg_file[20][26] | 1.14 | 2
Power and IR drop assume default switching activity.
