`./constraint.sdc`:
```
current_design program_counter

set clk_period 6.0
set clk_io_pct 0.2

create_clock -name clk0 -period $clk_period [get_ports {clk}]

set non_clock_inputs [all_inputs -no_clocks]
set_input_delay [expr $clk_period * $clk_io_pct] -clock clk0 $non_clock_inputs
set_output_delay [expr $clk_period * $clk_io_pct] -clock clk0 [all_outputs]
```
`./config.mk`:
```
export PLATFORM = sky130hd
export DESIGN_NAME = program_counter
export DESIGN_NICKNAME = program_counter
export VERILOG_FILES = /design/flow/design.v
export SDC_FILE = /design/flow/constraint.sdc
export NUM_CORES = 4
export LEC_CHECK = 1
export CORE_UTILIZATION = 50
```
`./design.v`:
```
`timescale 1ns / 1ps
module program_counter
(
	clk,	 
	rst,
	pc_control,
	jump_address,
	branch_offset,
	reg_address,
	pc
);
	input						clk;
	input						rst;
	input				[2:0]	pc_control;
	input				[25:0]	jump_address;
	input				[15:0]	branch_offset;
	input				[31:0] 	reg_address;
    output 	reg	[31:0] 	pc;
	wire	[31:0]	pc_plus_4;	
	assign pc_plus_4 = pc + 4;
    always @(posedge clk or posedge rst)
	begin
		if (rst)
		begin
			pc <= 32'd0;
		end
		else
		begin
			case (pc_control)
				3'b000 : pc <= pc_plus_4;
				3'b001 : pc <= {pc_plus_4[31:28],jump_address,2'b00};
				3'b010 : pc <= reg_address;
				3'b100 : pc <= (pc_plus_4) + {branch_offset[15:0], 16'd0};
				default : pc <= pc_plus_4;
			endcase
		end
	end
 endmodule  
```
`./run.sh`:
```
#!/bin/bash
# OpenROAD 26Q1-2900-gdf79404cd8, Yosys 0.63+post, stock flow scripts
make -C /OpenROAD-flow-scripts/flow DESIGN_CONFIG=/design/flow/config.mk WORK_HOME=/design/flow/orfs finish
```
==> Changelog: implementation <==
### Changed

* RR Startpoint: pc[8]
* Post-route ant nets at 0
* Unique cell types at about 58
* Top cells by count: nand2_1 (46), dfrtp_1 (32), xnor2_1 (26)
* Largest register FFs at 32
* Pwr/cell area at 281.3 nW/um2
* Nature of the critical path endpoint: flip-flop
* H-tree levels at 2
* Non-Filler Instances at 575
* Max-slew headroom at 49.00%
* Status: finished clean
* HP Class: flip-flop to flip-flop
* Overall via count from detail_route at between 3000 and 4000
* Cell family with most CP delay: AND-OR/OR-AND gates
* Worst-path cell with the longest stage delay: nor4_4
* Largest Register: pc
* Clock skew at 0.009531 ns
* Period utilization at 61.34%
* Worst skew pair latency at 0.29 ns
* WL final at 9518 um
* Yosys stat area at 3213 um2
* Cell Chain, Critical Path: nand3_2 > nor4_4 > nand4_1 > xnor2_1 > ha_1 > a21oi_1 > o21ai_1 > a21o_1 > a2111oi_0 > o31ai_1
* Clk network pwr share at 16.4%
* Core Rows at 28
* Post-synthesis sequential area ratio at 24.92%
* Hpwl dp at 7330 um
* Worst-path fanout max at 11
* Routability cong. at about 0.98
* Routed wire per std cell at 16.55 um
* Max_cap viols at 0
* Int Pwr at 0.0007683 W
* Layout area overhead at 39.10%
* Global Route Usage Sum at 30.42%
* Sw frac at around two fifths
* Die Height at roughly 80 um
* PortBufs at 110
* Count of buffer and inverter cells on the critical path at 0
* EDFF count, synth at 0
* CTS resizes at 0
* Crit path depth at 10
* Register-to-Register Path Depth at 10
* Final Slew Violations at 0
* Yosys top cell by area: dfrtp_1
* DRT Pass-1 Iters at 5
* CP Class: flip-flop to flip-flop
* P_sw at 0.0004888 W
* RSZ-0062 raised after global routing: false
* Top-count cell post-synth: nand2_1
* Number of fillers in the final layout at 479
* Tmin final at 3.680 ns
* TritonCTS buffer count at 5
* Layout cell share with drive strength beyond 1 at 5.800%
* Core Box Area at 6061 um2
* Vias per cell at 6.049
* Top area contributor share at 24.92%
* Initial DRC count at 219
* Global route overflow at 0
* Largest net degree at the start of global routing at 44
* CP required at approximately 6.2 ns
* Post-synth ARST share at around 100%
* Largest stage delay, worst path at 0.67 ns
* Synthesized instance count at 395
* Seq pwr share at 29.3%
* Setup_tns at 0 ns
* Met1 wire length at 4484 um
* DR WL met3 at 784 um
* Top area cell types: dfrtp_1 (25%), ha_1 (7.4%), xnor2_1 (7.1%), nand2_1 (5.4%), a22oi_1 (4.0%)
* I/O Pins at 111
* Most common reg cell: dfrtp_1
* Crit start category: flip-flop
* CP endpoint: pc[25]
* Biggest regs: pc (32)
* Fin. Hold Viols at 0
* Critical Path AT at 3.83 ns
* Crit. Startpoint: pc[8]
* Vias in the first global route at around 3100
* Synthesized area per cell at 8.134 um2
* Gate power share at a little over half
* Final Core Density at 73.74%
* # hold bufs at CTS at 0
* First-pass GRT wire length at 15190 um
* WL met2 at 4128 um
* Yosys cell count at 395
* Clk buf depth at 2
* R2R Setup Slk at 2.32 ns
* Clk slew on worst S/H paths at ~0.07 ns
* Chip area at 6751 um2
* Root Buffer: clkbuf_8
* Remaining routing DRC violations at 0
* CTS tree: yes
* Antenna violations before repair at 0
* # setup viols final at 0
* Total instance count after detailed placement at 567
* Leakage power at between 1.5 and 2 nW
* Ys flops at 32
* Post-CTS setup buffers at 0
* Tool Warnings at 30
* Fmax at between 200 and 300 MHz
* Pre-Place Util at 53.01%
* Clk sinks at 32
* Uppermost layer routed: met4
* Actual slew at the worst max-slew pin at 0.7635 ns
* Pwr Total at 0.001257 W
* Post-Syn Area at 3213 um2
* FF-to-FF End: pc[25]
* Die Span X at around 80 um
* Peak supply drop at between 0.0002 and 0.00025 V
* Synth Warn # at 1
* Hold Slack at 0.5848 ns
* Inserted Diodes at 0
metal layers:
metal	vias to the layer above	track usage (%)
li1	1694	-
met1	1594	48.09
met2	175	45.87
met3	15	4.794
met4	0	3.860
met5	-	0
kinds of logic after synthesis:
logic type,synth area share (%)
AOI/OAI and AO/OA,28.12
and+or+nand+nor,22.94
xor gates and xnor gates,11.84
DFF,24.92
buffers and inverters,3.544
adders and majority gates,8.022
muxes,0.6231
layout by cell type, fill, tap and decap left out, types with 8 or more instances in the layout:
master,n
a21o_1,14
a21oi_1,25
a22oi_1,17
clkdlybuf4s50_1,110
dfrtp_1,32
ha_1,19
inv_1,8
nand2_1,46
nand3_1,12
nand4_1,12
nor2_1,24
nor3_1,10
o21ai_0,17
o21ai_1,17
xnor2_1,26
xor2_1,10
area by class of cell:
type | instances | area [um2] | area share (%)
multi-input cells | 336 | 2298 | 51.43
repair buffers | 114 | 1131 | 25.31
flip-flops and latches | 32 | 800.8 | 17.92
well taps | 75 | 93.84 | 2.100
clock buffers | 6 | 72.57 | 1.624
inverters | 10 | 37.54 | 0.8399
clock inverters | 2 | 35.03 | 0.7839
metrics by stage:
| stage | instance area [um2] | setup WS [ns] |
|---|---|---|
| after floorplan | 3213 | 3.139 |
| after global placement | 4362 | 2.370 |
| after detailed placement | 4362 | 2.324 |
| after CTS | 4469 | 2.358 |
| after global routing | 4469 | 2.109 |
| final | 4469 | 2.320 |
power by group through the flow:
| stage | clock network, W | logic, W | registers, W |
|---|---|---|---|
| CTS | 0.000208 | 0.000680 | 0.000369 |
| finish | 0.000206 | 0.000683 | 0.000369 |
| global route | 0.000217 | 0.000761 | 0.000381 |
worst reg2reg max path, delay by kind of cell (launching register included):
family / cells / cell delay (ns)
AND-OR/OR-AND: 5 / 1.41
XOR/XNOR: 1 / 0.26
AND/OR/NAND/NOR: 3 / 1.10
adder cells (fa/ha/maj): 1 / 0.33
flip-flops: 1 / 0.45
how the worst min path moves through the flow:
stage,start,to,slack (ns),cells after the start
finish,pc[1],pc[1],0.58,2
CTS,pc[1],pc[1],0.56,2
global route,pc[0],pc[0],0.62,2
Power and IR drop assume default switching activity.
