==> ./design.v <==
`timescale 1ns / 1ps
module mux_2to1
(
    in0,	 
	in1,	 
	out,	 
	sel	 
);
	parameter DWIDTH = 32;
    input 		[DWIDTH-1:0]		in0;
	input 		[DWIDTH-1:0]		in1;
	input 									sel;
    output 	[DWIDTH-1:0] 		out; 
	assign out = (sel == 0) ? in0 : in1;
 endmodule  
==> ./run.sh <==
#!/bin/bash
# OpenROAD 26Q1-2900-gdf79404cd8, Yosys 0.63+post, stock flow scripts
make -C /OpenROAD-flow-scripts/flow DESIGN_CONFIG=/design/flow/config.mk WORK_HOME=/design/flow/orfs finish
==> ./config.mk <==
export PLATFORM = sky130hd
export DESIGN_NAME = mux_2to1
export DESIGN_NICKNAME = mux_2to1
export VERILOG_FILES = /design/flow/design.v
export SDC_FILE = /design/flow/constraint.sdc
export NUM_CORES = 4
export LEC_CHECK = 1
export CORE_AREA = 10 10 70 70
export DIE_AREA = 0 0 80 80
==> ./constraint.sdc <==
current_design mux_2to1

set clk_period 1.0
set clk_io_pct 0.2

create_clock -name clk0 -period $clk_period

set non_clock_inputs [all_inputs -no_clocks]
set_input_delay [expr $clk_period * $clk_io_pct] -clock clk0 $non_clock_inputs
set_output_delay [expr $clk_period * $clk_io_pct] -clock clk0 [all_outputs]
==> results.sh <==
# implementation run metrics
export IMPL_grt_use_total_pct=7.87
export IMPL_nClkBuffers=0
export IMPL_grt_ovfl_total=0
export IMPL_violations="setup timing"
export IMPL_rsz0062_at_grt="true"
export IMPL_setup_worst_path_start_class="input pin"
export IMPL_syn_inst=36
export IMPL_grt_pass1_vias=824
export IMPL_hold_class="input pin to output pin"
export IMPL_drv_slew=0
export IMPL_ys_cells=36
export IMPL_outcome="finished with violations"
export IMPL_hold_ws_ns=0.694
export IMPL_powerDensity_mw_per_mm2=389
export IMPL_die_w_um=80
export IMPL_antenna_found_initial=0
export IMPL_drc_errors=0
export IMPL_avgSynthCellArea_um2=15.1
export IMPL_fmax_mhz=851
export IMPL_ff_count=0
export IMPL_synthToLayoutAreaGrowth_pct=212
export IMPL_total_power_mw=0.660
export IMPL_setup_tns_final_ns=-5.03
export IMPL_fp_row_count=21
export IMPL_cap_violations=0
export IMPL_io_pins=97
export IMPL_cp_end_kind="output pin"
export IMPL_gp_congestion=0.760
export IMPL_ys_seq_share_pct=0
export IMPL_worstSetupStartpoint="sel"
export IMPL_required_ns=0.80
export IMPL_ys_warn_count=0
export IMPL_grt_max_degree=8
export IMPL_finalHoldViolations=0
export IMPL_die_h_um=80
export IMPL_fin_crit_sh_pct=118
export IMPL_critPathMaxFanout=7
export IMPL_ant_nets=0
export IMPL_final_common_cell="dlygate4sd2_1"
export IMPL_drt_total_wl_um=2850
export IMPL_num_vias=730
export IMPL_drive_gt1_share_pct=56.2
export IMPL_path_class="input pin to output pin"
export IMPL_finalCriticalPeriod_ns=1.18
export IMPL_arrival_ns=0.98
export IMPL_antenna_cells=0
export IMPL_grt_pass1_wl_um=4150
export IMPL_holdPathStages=3
export IMPL_setup_violations=32
export IMPL_min_from="in0[24]"
export IMPL_syn_area_um2=544
export IMPL_most_common_layout_cells="40 x dlygate4sd2_1, 32 x mux2_4, 29 x buf_6, 14 x dlymetal6s2s_1, 12 x buf_2"
export IMPL_slew_headroom_pct=95.9
export IMPL_fillers=327
export IMPL_irDropWorstVdd_mv=0.173
export IMPL_viasPerCell=3.80
export IMPL_port_buffers=97
export IMPL_leakagePower_nw=0.990
export IMPL_worstMarginPinSlew_ns=0.0611
export IMPL_floorplan_core_util_pct=15.9
export IMPL_wl_per_cell_um=14.8
export IMPL_seq_area_um2=0
export IMPL_dpl_hpwl_um=2400
export IMPL_first_pass_iters=2
export IMPL_yosysChipArea_um2=544
export IMPL_dp_slack_ns=-0.497
export IMPL_chip_area_mm2=0.00640
export IMPL_dr_first_iter_drc_count=4
export IMPL_layout_setup_ws_ns=-0.175
export IMPL_ys_types=4
export IMPL_warning_count=34
export IMPL_placeableCoreArea_mm2=0.00342
export IMPL_hold_path_end="out[24]"
## per-layer routing
layer	vias up	routed length (um)	share of wire, %	track usage (%)
li1	362	-	-	-
met1	317	1140	40	8.97
met2	51	1390	49	14.3
met3	0	313	11	3.07
met4	0	0	0	0
met5	-	0	0	0
## critical path, stage by stage
cell and delay (ns):
buf_12 0.11, buf_12 0.13, buf_8 0.12, mux2_4 0.30
buf_6 0.11
## cell families after synthesis
logic type  share of synthesized area (%)
buf+inv                              13.1
mux                                  86.9
## synthesized netlist by cell type
cell type | count | share of area (%)
mux2_2 | 2 | 4.1
buf_6 | 1 | 2.1
mux2_4 | 30 | 83
buf_12 | 3 | 11
## worst max path at each step
stage         end  depth (start not counted)  slack [ns]
6_report  out[31]                          5       -0.18
5_1_grt   out[31]                          5       -0.19
4_1_cts    out[0]                          5       -0.18
## layout make-up
type                            count  area, um2  area share, %
Timing Repair Buffer              114       1160           68.3
Tap cell                           46       57.6           3.39
Multi-Input combinational cell     32        480           28.3
## power breakdown
part / total, mW / internal (mW) / leakage, nW / switching, mW
combinational: 0.660 / 0.519 / 0.990 / 0.141
clock: 0 / 0 / 0 / 0
sequential: 0 / 0 / 0 / 0
## metrics by stage
| stage | std cells | util [%] | area [um2] |
|---|---|---|---|
| 6_report | 192 | 49.7 | 1700 |
| 2_1_floorplan | 36 | - | 544 |
| 3_3_place_gp | 177 | 45.0 | 1540 |
| 3_5_place_dp | 177 | 45.0 | 1540 |
| 5_1_grt | 192 | 49.7 | 1700 |
| 4_1_cts | 192 | 47.0 | 1610 |
## timing repair
item,in CTS,in global routing
gates cloned,1,0
buffers inserted,14,0
setup endpoints to repair,32,32
hold buffers,0,0
gates resized,170,23
Power figures rest on the tool's default switching activity, not on a simulated workload.
